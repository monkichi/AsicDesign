==> flow/run.sh <==
#!/bin/bash
# OpenROAD 26Q1-2900-gdf79404cd8, Yosys 0.63+post, stock flow scripts
make -C /OpenROAD-flow-scripts/flow DESIGN_CONFIG=/design/flow/config.mk WORK_HOME=/design/flow/orfs finish
==> flow/config.mk <==
export PLATFORM = sky130hd
export DESIGN_NAME = CLKEN
export DESIGN_NICKNAME = CLKEN
export VERILOG_FILES = /design/flow/design.v
export SDC_FILE = /design/flow/constraint.sdc
export NUM_CORES = 4
export LEC_CHECK = 1
export CORE_AREA = 10 10 70 70
export DIE_AREA = 0 0 80 80
==> flow/constraint.sdc <==
current_design CLKEN

set clk_period 1.6
set clk_io_pct 0.2

create_clock -name clk0 -period $clk_period [get_ports {CLK}]

set non_clock_inputs [all_inputs -no_clocks]
set_input_delay [expr $clk_period * $clk_io_pct] -clock clk0 $non_clock_inputs
set_output_delay [expr $clk_period * $clk_io_pct] -clock clk0 [all_outputs]
==> flow/design.v <==
`timescale 1 ns / 1 ns
module CLKEN(CLK, RST, CLK_ENABLE);
  input CLK, RST;
  output CLK_ENABLE;
  reg CLK_ENABLE;
  reg [3:0] COUNT;
  always @(posedge CLK or negedge RST) begin
    if (!RST) COUNT <= 4'b0;
    else COUNT <= COUNT + 1;
  end
    always @(COUNT) CLK_ENABLE = COUNT == 4'd15;
  endmodule
==> notes.md <==
fresh numbers from the pnr run: Crit path max-delay family flip-flops, core area between 3000 and 4000 um2, Clock Path Buffers 2, initial detailed-routing violation count 5, slowest CP cell dfrtp_1, Main area contributors dfrtp_1 66%, ha_1 8.3%, nand3_2 6.6%, worst hold path type input port to async pin, largest registers COUNT x4, max-slew violation count 0, Total GRT Usage 1.28%, Registers, synthesis 4, first-pass GRT wire length between 500 and 600 um, CP Capture Type output port, met2 usage ~1.3%, vias 110, count of final setup violators 0, met3 usage 2.50%, Startpoint Class flip-flop, largest register by flop count COUNT, die span in x 80 um, WL final 303 um, GR peak layer met3, drt drc 0, vias in the first global route about 130, Highest Clock Rate 650 MHz, max reg flops 4, IO Port Bufs 2, vias per cell approximately 1.7, crit path max fanout 2, crit share post-route a little over nine tenths, final instance area approximately 280 um2, Static Leak 0.125 nW, TritonCTS clock tree built, Final ANT Viol Nets 0, fin crit period ~1.5 ns, Least-Margin Pin Slew ~0.17 ns, Root Buffer clkbuf_4, share of layout cells above drive strength 1 between 50% and 60%, DIE AREA between 6000 and 7000 um2, Setup TNS Final 0 ns, WS Path Type flip-flop to output port, placed inst area 229 um2, Clock Skew between 0.004 and 0.005 ns, WL/cell around 4.7 um, H-tree depth 1, yosys cell count 10, Peak VDD IR about 0.00011 V, outcome finished clean, WP buf/inv 1, Syn Inst Count 10, drt first pass iters 2, Area leader share between 60 and 70%, Commonest Layout Cell dfrtp_1, Ys Warns 1, sinks on the clock net 4, final hold violations 0, chip area line of the yosys report 151 um2, worst path required time 1.28 ns, tool warnings 25, Inserted Diodes 0, FP Util about 4.4%, # hold bufs at CTS 0, initial antenna violation count 0, Slew headroom 88.3%, Top cells excl fill/tap 4 x dfrtp_1, 3 x clkbuf_4, 3 x buf_4, Post-synth seq share between 60% and 70%, chip height ~80 um, Synth area leader dfrtp_1, RSZ-0062 raised after global routing false, crit-path cells ha_2 -> and3_2 -> dlygate4sd2_1, Num CTS Buffers 3, grt total ovfl 0, Synth cell types 7, Clock transition at path regs about 0.04 ns, power per cell area ~840 nW/um2, met1 Track Usage GR 0.935%, I/O Pins 3, # rows 21, gpl congestion 0.651, Max Cap Viol 0, Arr. time, crit path 1.22 ns, synthesized cell area about 150 um2, Area Growth Syn to Fin 81.8%, clk latency of the worst-skew pair 0.24 ns, Mean Syn Cell Area approximately 15 um2, crit-path max cell delay 0.38 ns, pin count of the biggest net entering global routing 5
-- final timing paths --
check	to	slack, ns	cells past startpoint	start
setup reg to reg	COUNT[2]$_DFF_PN0_	0.64	3	COUNT[1]$_DFF_PN0_
setup / recovery	CLK_ENABLE	0.06	3	COUNT[1]$_DFF_PN0_
hold / removal	COUNT[3]$_DFF_PN0_	0.28	1	RST
hold reg to reg	COUNT[3]$_DFF_PN0_	0.46	1	COUNT[3]$_DFF_PN0_
max in group asynchronous	COUNT[0]$_DFF_PN0_	1.15	1	RST
min in group clk0	COUNT[3]$_DFF_PN0_	0.46	1	COUNT[3]$_DFF_PN0_
-- through the flow --
step                      worst slack, ns  utilization, %  hold slack (ns)  power, W  std cells
after floorplan                     0.514               -           0.0244  0.000103         10
after global placement             0.0767            6.70            0.451  0.000107         58
after detailed placement           0.0539            6.70            0.461  0.000107         58
after CTS                          0.0535            8.06            0.281  0.000237         64
after global routing              0.00410            8.06            0.286  0.000246         64
final                              0.0617            8.06            0.280  0.000231         64
-- routing by layer --
layer / up-vias / share of wire [%]
li1: 48 / -
met3: 2 / 32
met1: 54 / 32
met5: - / 0
met4: 0 / 3.3
met2: 6 / 32
-- timing repair --
| item | in CTS | in global routing |
|---|---|---|
| buffers inserted | 3 | 0 |
| setup endpoints to repair | 1 | 0 |
| gates resized | 2 | 0 |
-- report_power, final --
part	internal, W	switching, W
Sequential	0.000102	0
Clock	0.0000839	0.0000417
Combinational	0.00000217	0.00000172
-- Yosys cell counts --
cell     number
nand3_2       1
ha_1          1
and3_2        1
xnor2_1       1
dfrtp_1       4
inv_1         1
xor2_1        1
-- cells by family (layout without fill, tap and decap cells) --
kind of cell | count (synthesis) | after routing | share of synthesized area, %
adder cells (fa/ha/maj) | 1 | 1 | 8.26
flip-flops | 4 | 4 | 66.1
AND/OR/NAND/NOR | 2 | 2 | 11.6
XOR/XNOR | 2 | 2 | 11.6
buffers and inverters | 1 | 9 | 2.48
-- final cells by class --
cell class                 count  area, um2
clock buffer                   3       22.5
fill                         408       3140
inverter                       1       3.75
multi-input combinational      5       50.0
sequential                     4        100
tap                           46       57.6
timing repair buffer           5       41.3
Power is estimated from default activity; no workload was simulated.
